==> design.v <==
module clock_divider (clock, divided_clocks);
	input clock;
	output [31:0] divided_clocks;
	reg [31:0] divided_clocks;
	initial
	divided_clocks = 0;
	always @(posedge clock)
		divided_clocks = divided_clocks + 1;
endmodule
==> run.sh <==
#!/bin/bash
# OpenROAD 26Q1-2900-gdf79404cd8, Yosys 0.63+post, stock flow scripts
make -C /OpenROAD-flow-scripts/flow DESIGN_CONFIG=/design/flow/config.mk WORK_HOME=/design/flow/orfs finish
==> config.mk <==
export PLATFORM = sky130hd
export DESIGN_NAME = clock_divider
export DESIGN_NICKNAME = clock_divider
export VERILOG_FILES = /design/flow/design.v
export SDC_FILE = /design/flow/constraint.sdc
export NUM_CORES = 4
export LEC_CHECK = 1
export CORE_UTILIZATION = 30
==> constraint.sdc <==
current_design clock_divider

set clk_period 5.4
set clk_io_pct 0.2

create_clock -name clk0 -period $clk_period [get_ports {clock}]

set non_clock_inputs [all_inputs -no_clocks]
set_input_delay [expr $clk_period * $clk_io_pct] -clock clk0 $non_clock_inputs
set_output_delay [expr $clk_period * $clk_io_pct] -clock clk0 [all_outputs]
==> results.toml <==
# yosys + openroad results
[clocking]
clock.latency.late_pin_ns = 0.28
cts_buffer_depth = 2
cts.sinks = 32
htreeDepth = 2
tritoncts.num_buffers = 5
clkSlewWorstSetupHoldPaths_ns = 0.06
ctsRootBufferMaster = "sky130_fd_sc_hd__clkbuf_8"
post-cts-setup-buffer-count = 0
cts_hold_buffers = 0
tritoncts = "done"
post_cts.resized_instances = 0

[drt]
detailedRoute.firstIterationViolations = 45
routed-via-count = 985
wirelength_um = 2430
count_of_inserted_antenna_diode_cells = 0
avgRoutedWirePerCell_um = 11.5
routed_via_density = 4.65
drcViolationCount = 0
drt.antenna.violating_nets = 0
detailedRoute.firstPassIterationCount = 4

[logic_synthesis]
yosys.stat.chipArea_um2 = 1320
top_area_share_pct = 48.6
area_leaders = "sky130_fd_sc_hd__dfxtp_1, sky130_fd_sc_hd__xor2_1, sky130_fd_sc_hd__xnor2_1"
syn-cell-area_um2 = 1320
ys_warn_count = 1
post_synth.cell_area_avg_um2 = 10.4
ys_seq_share_pct = 48.6
yosys_cells = 127
syn_inst = 127
netlist.top_cell.by_area = "sky130_fd_sc_hd__dfxtp_1"
postSynthRegisterBits = 32
post_synth_num_cell_types = 24

[setup_path]
critical_path.cell_chain = "clkdlybuf4s50_1"
slowest_delay_ns = 0.50
critical_path_required_ns = 4.32
cpMaxStageDelayCell = "sky130_fd_sc_hd__clkdlybuf4s50_1"
crit_path_max_fanout = 6
cp_num_buf_inv = 1
critical_path.startpoint_type = "register"
worst_ep_arrival_time_ns = 1.21
path_delay_family = "buffers and inverters"
worstSetupPathType = "register to output pin"
setup.worst_path.end_class = "output pin"

[flow_run]
cap_violations = 0
warning_count = 25

[cells_and_area]
post-route-util_pct = 43.1
post_route_cells_drive_above_1_share_pct = 10.5
final_area_um2 = 1770
flip_flop_count_of_the_largest_register_after_layout = 32
synthToLayoutAreaGrowth_pct = 34.4

[min_path]
holdCritPathClass = "register to register"

[final_timing]
setup-tns-final_ns = 0
setup_skew_after_layout_ns = 0.00539
slew_violations = 0
timing_hold_violations_final = 0
unrepaired_setup_endpoints_after_global_routing = "no"
setup_violations = 0
final.hold.worst_slack_ns = 0.456
timing.slew.headroom_pct = 61.9
layout_min_cycle_time_ns = 2.29
max_freq_mhz = 436
max_slew.worst_pin.slew_ns = 0.570
finalClockPeriodUsage_pct = 42.5

[placed_design]
finalWeightedCongestion = 0.714
placement.cell_area_um2 = 1680
place.detailed.hpwl_um = 1680
place.port_buffers = 32

[power]
total_power_uw = 431
max-vdd-ir-drop_uv = 113
p_leak_nw = 0.709
power.density_cell_area_nw_per_um2 = 243

[global_routing]
grt_first_pass_wirelength_um = 4080
grt_start_max_net_pins = 12
grt_remaining_overflow = 0
grtUsageTotal_pct = 11.7
first_global_vias = 912
initial_antenna_violation_count = 0

[floorplan]
horiz_die_dim_um = 68.3
core_area_um2 = 4120
num_rows = 23
floorplan.die.height_um = 68.3
floorplanUtilization_pct = 32.0
floorplan_die_area_um2 = 4660
io-pin-count = 33

[outcome]
status = "completed"
kinds of logic after synthesis:
kind of cell / synth area share [%]
buffers and inverters: 3.32
AND/OR/NAND/NOR: 27.2
XOR/XNOR: 19.9
flip-flops: 48.6
adder cells (fa/ha/maj): 0.949
path summary, 6_finish.rpt:
check	start	end	slack [ns]	cells past startpoint
setup / recovery	divided_clocks[2]$_DFF_P_	divided_clocks[2]	3.11	1
hold reg to reg	divided_clocks[0]$_DFF_P_	divided_clocks[0]$_DFF_P_	0.46	1
setup reg to reg	divided_clocks[0]$_DFF_P_	divided_clocks[24]$_DFF_P_	3.54	5
hold / removal	divided_clocks[0]$_DFF_P_	divided_clocks[0]$_DFF_P_	0.46	1
per-stage QoR:
stage / cells / worst slack, ns
after floorplan: 127 / 3.83
after global placement: 205 / 3.42
after detailed placement: 205 / 3.42
after CTS: 212 / 3.10
after global routing: 212 / 3.05
final: 212 / 3.11
layer usage:
layer  share of wire [%]  wire, um  GRT usage [%]  up-vias
li1                    -         -              -      504
met1                  49      1190           16.5      447
met3                 6.0       145           3.72        4
met2                  44      1060           17.8       30
met4                 1.5        36           2.34        0
met5                   0         0              0        -
placed cells by master, fill, tap and decap left out, types with 2 or more instances in the layout:
cell type	count
sky130_fd_sc_hd__and3_1	2
sky130_fd_sc_hd__nor4_1	4
sky130_fd_sc_hd__xnor2_1	10
sky130_fd_sc_hd__nand3_2	2
sky130_fd_sc_hd__nor3_1	4
sky130_fd_sc_hd__clkbuf_8	7
sky130_fd_sc_hd__nor2_1	6
sky130_fd_sc_hd__nand2_1	9
sky130_fd_sc_hd__nand4_1	3
sky130_fd_sc_hd__inv_1	5
sky130_fd_sc_hd__nand3_1	10
sky130_fd_sc_hd__clkdlybuf4s50_1	32
sky130_fd_sc_hd__dfxtp_1	32
sky130_fd_sc_hd__nor4_2	5
sky130_fd_sc_hd__and4_1	4
sky130_fd_sc_hd__xor2_1	20
area by class of cell:
| class | count | area [um2] |
|---|---|---|
| Clock buffer | 7 | 96.3 |
| Fill cell | 388 | 2340 |
| Inverter | 5 | 18.8 |
| Multi-Input combinational cell | 86 | 634 |
| Sequential cell | 32 | 641 |
| Tap cell | 50 | 62.6 |
| Timing Repair Buffer | 32 | 320 |
power by group:
group | internal [mW] | total [mW] | switching, mW
sequential | 0.236 | 0.236 | 0
combinational | 0 | 0.000000401 | 0
clock | 0.113 | 0.195 | 0.0818
synth_stat cells:
cell,instances
sky130_fd_sc_hd__nor4_1,4
sky130_fd_sc_hd__and4_1,4
sky130_fd_sc_hd__buf_6,1
sky130_fd_sc_hd__nor3_1,4
sky130_fd_sc_hd__or3_4,1
sky130_fd_sc_hd__dfxtp_1,32
sky130_fd_sc_hd__nand2b_1,1
sky130_fd_sc_hd__and3_1,2
sky130_fd_sc_hd__or3_1,1
sky130_fd_sc_hd__inv_1,5
sky130_fd_sc_hd__nor3b_1,1
sky130_fd_sc_hd__nor2_1,6
sky130_fd_sc_hd__nor4_2,5
sky130_fd_sc_hd__nand4_1,3
sky130_fd_sc_hd__xnor2_1,10
sky130_fd_sc_hd__or2_2,1
sky130_fd_sc_hd__ha_1,1
sky130_fd_sc_hd__nand2_1,9
sky130_fd_sc_hd__nand3_2,2
sky130_fd_sc_hd__buf_1,1
sky130_fd_sc_hd__buf_2,2
sky130_fd_sc_hd__nor4_4,1
sky130_fd_sc_hd__xor2_1,20
sky130_fd_sc_hd__nand3_1,10
No activity file was given, so power comes from the tool's default toggle rates.
