==> design/flow/design.v <==
module DFlipFlop(q, qBar, D, clk, rst);
	input D, clk, rst;
	output q, qBar;
	reg q;
	not n1 (qBar, q);
		always@ (negedge rst or posedge clk)
		begin
			if(!rst)
				q = 0;
			else
				q = D;
		end
endmodule
module johnsonDown2(clk, reset, signal);
	input clk, reset;
	output [3:0] signal;
	DFlipFlop d0 (.q(signal[0]), .qBar(), .D(signal[1]), .clk(clk), .rst(rst));
	DFlipFlop d1 (.q(signal[1]), .qBar(), .D(signal[2]), .clk(clk), .rst(rst));
	DFlipFlop d2 (.q(signal[2]), .qBar(), .D(signal[3]), .clk(clk), .rst(rst));
	DFlipFlop d3 (.q(signal[3]), .qBar(), .D(~signal[0]), .clk(clk), .rst(rst));
endmodule
module syncDownCounter(clk, rst, out);
	input clk;
	input rst;
	output [3:0] out;
	wire [3:0] d;
	assign d[0] = ~out[0];
	assign d[1] = out[1] ~^ out[0];
	assign d[2] = out[2] ~^ (out[1] | out[0]);
	assign d[3] = out[3] ~^ (out[2] | out[1] | out[0]);
	DFlipFlop dff0(.q(out[0]), .qBar(), .D(d[0]), .clk(clk), .rst(rst));
	DFlipFlop dff1(.q(out[1]), .qBar(), .D(d[1]), .clk(clk), .rst(rst));
	DFlipFlop dff2(.q(out[2]), .qBar(), .D(d[2]), .clk(clk), .rst(rst));
	DFlipFlop dff3(.q(out[3]), .qBar(), .D(d[3]), .clk(clk), .rst(rst));
endmodule
==> design/flow/run.sh <==
#!/bin/bash
# OpenROAD 26Q1-2900-gdf79404cd8, Yosys 0.63+post, stock flow scripts
make -C /OpenROAD-flow-scripts/flow DESIGN_CONFIG=/design/flow/config.mk WORK_HOME=/design/flow/orfs finish
==> design/flow/config.mk <==
export PLATFORM = sky130hd
export DESIGN_NAME = syncDownCounter
export DESIGN_NICKNAME = syncDownCounter
export VERILOG_FILES = /design/flow/design.v
export SDC_FILE = /design/flow/constraint.sdc
export NUM_CORES = 4
export LEC_CHECK = 1
export CORE_AREA = 10 10 70 70
export DIE_AREA = 0 0 80 80
==> design/flow/constraint.sdc <==
current_design syncDownCounter

set clk_period 1.7
set clk_io_pct 0.2

create_clock -name clk0 -period $clk_period [get_ports {clk}]

set non_clock_inputs [all_inputs -no_clocks]
set_input_delay [expr $clk_period * $clk_io_pct] -clock clk0 $non_clock_inputs
set_output_delay [expr $clk_period * $clk_io_pct] -clock clk0 [all_outputs]
==> impl_metrics.env <==
# flow metrics
export IMPL_status="finished clean"
export IMPL_core_region_area_sq_um=3420
export IMPL_max_stage_delay_ps=480
export IMPL_end_kind="primary output"
export IMPL_rsz0062_at_grt="no"
export IMPL_netlist_area_leader_share=0.552
export IMPL_io_buffers=5
export IMPL_firstDrtPassIters=2
export IMPL_p_leak_nw=0.104
export IMPL_fin_crit_ps=1440
export IMPL_crit_start="dff2.q"
export IMPL_power_density_nw_per_um2=761
export IMPL_cp_max_fo=3
export IMPL_common_cells="buf_4 (4), dfrtp_1 (4), inv_1 (3), xor2_1 (2)"
export IMPL_die_w_um=80
export IMPL_via_count=100
export IMPL_synth_area_top_cells="dfrtp_1 (55%), buf_4 (17%), xor2_1 (9.7%), ha_1 (6.9%), inv_1 (6.2%)"
export IMPL_io_pins=6
export IMPL_async_flop_share=1.00
export IMPL_grt_pass1_wl_um=483
export IMPL_grt_ovfl_total=0
export IMPL_core_rowCount=21
export IMPL_drive_gt1_frac=0.211
export IMPL_cts_made_buffers=3
export IMPL_whs_ps=314
export IMPL_fp_utilization=0.0531
export IMPL_avgRoutedWirePerCell_um=4.88
export IMPL_setup_worst_path_end="out[2]"
export IMPL_areaGrowthSynthToFinish_pct=55.2
export IMPL_cts_root_buf="clkbuf_4"
export IMPL_die_height_um=80
export IMPL_hp_class="input port to asynchronous set/reset pin"
export IMPL_path_cells="clkdlybuf4s50_1"
export IMPL_cts_hold_buffers=0
export IMPL_drv_slew=0
export IMPL_setup_slack_ps=260
export IMPL_finalClockPeriodUsage=0.847
export IMPL_dp_slack_ps=495
export IMPL_warning_count=25
export IMPL_placed_cells=62
export IMPL_drt_iter0_markers=1
export IMPL_worstPathRequired_ps=1360
export IMPL_r2r_end="dff2.q"
export IMPL_wirelength_um=317
export IMPL_setup_viol_count_final=0
export IMPL_startpoint_type="register"
export IMPL_met3_usage=0.0261
export IMPL_syn_inst=15
export IMPL_r2r_cells=3
export IMPL_grt_pass1_vias=100
export IMPL_cp_depth=1
export IMPL_max_freq_ghz=0.695
export IMPL_numSynthFlops=4
export IMPL_drtAntennaViolNets=0
export IMPL_yosysTopAreaCell="dfrtp_1"
export IMPL_vias_per_cell=1.54
export IMPL_crit_buf_inv=1
export IMPL_arrival_ps=1100
export IMPL_nFillCells=402
export IMPL_postCtsSetupBuffers=0
export IMPL_met1_usage=0.00999
export IMPL_tightest_slew_ps=189
export IMPL_grt_max_degree=5
export IMPL_relSlewSlack=0.873
export IMPL_drc_errors=0
export IMPL_ys_area_sq_um=181
export IMPL_syn_area_sq_um=181
export IMPL_clock_sinks=4
export IMPL_htree_num_levels=1
export IMPL_met2_usage=0.00963
export IMPL_clkSlewWorstSetupHoldPaths_ps=40
export IMPL_clk_path_buf_depth=2
export IMPL_finalHoldViolCount=0
export IMPL_worstSetupPathType="register to primary output"
export IMPL_insertion_delay_ps=230
export IMPL_r2r_start="dff0.q"
export IMPL_fin_worst_skew_ps=2.59
export IMPL_chipArea_sq_um=6400
export IMPL_crit_slowest_cell="clkdlybuf4s50_1"
export IMPL_tritoncts="built"
export IMPL_synth_seq_area_share=0.552
export IMPL_tns_ps=0
export IMPL_finalNonFillerCells=65
export IMPL_ys_types=6
export IMPL_grt_busiest_layer="met3"
export IMPL_globalplace_congestion=0.687
export IMPL_synth_area_per_cell_sq_um=12.1
export IMPL_grt_use_total=0.0118
export IMPL_hpwl_um=257
export IMPL_yosysCellCount=15
export IMPL_antenna_found_initial=0
export IMPL_maxCapViolations=0
export IMPL_ff_type="dfrtp_1"
export IMPL_diodes=0
export IMPL_synth_warnings=1
export IMPL_enable_flop_cells=0
export IMPL_rrSetupSlack_ps=790
export IMPL_crit_family="buffers and inverters"
export IMPL_cts_resized=0
export IMPL_ir_drop_v=0.000109
-- how the worst min path moves through the flow --
| stage | endpoint | slack [ps] |
|---|---|---|
| 6_report | dff3.q | 310 |
| 4_1_cts | dff2.q | 310 |
| 5_1_grt | dff3.q | 320 |
-- kinds of logic (layout without fill, tap and decap cells) --
family                     Yosys count  count (layout)  share of synthesized area
and+or+nand+nor                      1               1                     0.0552
buffers and inverters                7              11                      0.228
DFF                                  4               4                      0.552
xor gates and xnor gates             2               2                     0.0966
adders and majority gates            1               1                     0.0690
-- where the power goes --
part	leakage, nW	total (W)	internal (W)	switching, W
Sequential	0.0585	0.0000958	0.0000958	0
Combinational	0.0317	0.00000381	0.00000204	0.00000177
Clock	0.0138	0.000115	0.0000788	0.0000358
-- metal layers --
| metal | routed length, um | vias to the layer above |
|---|---|---|
| li1 | - | 48 |
| met2 | 83 | 9 |
| met3 | 104 | 0 |
| met4 | 0 | 0 |
| met1 | 128 | 43 |
| met5 | 0 | - |
-- cells in the final DEF (no fill, tap or decap) --
| cell type | Yosys | layout |
|---|---|---|
| nor3_2 | 1 | 1 |
| inv_1 | 3 | 3 |
| clkbuf_4 | 0 | 3 |
| dfrtp_1 | 4 | 4 |
| xor2_1 | 2 | 2 |
| ha_1 | 1 | 1 |
| clkdlybuf4s50_1 | 0 | 5 |
-- sequential cells by signal (all words and copies together) (netlist names) --
register	count
dff3.q	1
dff0.q	1
dff2.q	1
dff1.q	1
-- cell type report --
class / count / area, sq um / area share
flip-flops and latches: 4 / 100 / 0.356
repair buffers: 5 / 50.0 / 0.178
clock buffers: 3 / 22.5 / 0.0800
well taps: 46 / 57.6 / 0.204
multi-input cells: 4 / 40.0 / 0.142
inverters: 3 / 11.3 / 0.0400
-- stage by stage --
step	utilization	area, sq um	total power (W)
after CTS	0.0824	282	0.000222
final	0.0824	282	0.000214
after global placement	0.0758	259	0.000101
after global routing	0.0824	282	0.000237
after detailed placement	0.0758	259	0.000101
after floorplan	-	181	0.0000970
Power and IR drop assume default switching activity.
